<file path="/design/flow/run.sh">
#!/bin/bash
# OpenROAD 26Q1-2900-gdf79404cd8, Yosys 0.63+post, stock flow scripts
make -C /OpenROAD-flow-scripts/flow DESIGN_CONFIG=/design/flow/config.mk WORK_HOME=/design/flow/orfs finish
</file>
<file path="/design/flow/config.mk">
export PLATFORM = sky130hd
export DESIGN_NAME = risc_v_core
export DESIGN_NICKNAME = risc_v_core
export VERILOG_FILES = /design/flow/design.v
export SDC_FILE = /design/flow/constraint.sdc
export NUM_CORES = 4
export LEC_CHECK = 1
export CORE_UTILIZATION = 30
</file>
<file path="/design/flow/constraint.sdc">
current_design risc_v_core

set clk_period 20.2
set clk_io_pct 0.2

create_clock -name clk0 -period $clk_period [get_ports {clk}]

set non_clock_inputs [all_inputs -no_clocks]
set_input_delay [expr $clk_period * $clk_io_pct] -clock clk0 $non_clock_inputs
set_output_delay [expr $clk_period * $clk_io_pct] -clock clk0 [all_outputs]
</file>
<file path="/design/flow/design.v">
module risc_v_core (
    input  logic        clk,
    input  logic        rst_n,
    output logic        imem_req,
    output logic [31:0] imem_addr,
    input  logic [31:0] imem_rdata,
    input  logic        imem_ready,
    input  logic        imem_err,
    output logic        dmem_req,
    output logic        dmem_we,
    output logic [3:0]  dmem_be,
    output logic [31:0] dmem_addr,
    output logic [31:0] dmem_wdata,
    input  logic [31:0] dmem_rdata,
    input  logic        dmem_ready,
    input  logic        dmem_err,
    input  logic        fetch_enable,
    input  logic [31:0] irq,
    input  logic        debug_req,
    output logic        core_sleep,
    input  logic        scan_mode,
    input  logic        scan_en,
    input  logic        scan_in,
    output logic        scan_out
);
    logic [31:0] pc_reg, pc_next;
    logic [31:0] regfile [31:0];
    logic [31:0] instruction;
    logic [6:0]  opcode;
    logic [4:0]  rd, rs1, rs2;
    logic [2:0]  funct3;
    logic [6:0]  funct7;
    logic [31:0] imm_i, imm_s, imm_b, imm_u, imm_j;
    logic [31:0] alu_op1, alu_op2, alu_result;
    logic [31:0] rs1_data, rs2_data;
    logic        reg_write_en;
    logic [31:0] reg_write_data;
    logic        branch_taken;
    logic [31:0] branch_target;
    logic        stall;
    logic wfi_state;
    localparam WFI_IMM = 32'h105;   
    assign instruction = imem_rdata;
    assign opcode = instruction[6:0];
    assign rd     = instruction[11:7];
    assign rs1    = instruction[19:15];
    assign rs2    = instruction[24:20];
    assign funct3 = instruction[14:12];
    assign funct7 = instruction[31:25];
    assign imm_i = {{20{instruction[31]}}, instruction[31:20]};
    assign imm_s = {{20{instruction[31]}}, instruction[31:25], instruction[11:7]};
    assign imm_b = {{19{instruction[31]}}, instruction[31], instruction[7], 
                    instruction[30:25], instruction[11:8], 1'b0};
    assign imm_u = {instruction[31:12], 12'b0};
    assign imm_j = {{11{instruction[31]}}, instruction[31], instruction[19:12],
                    instruction[20], instruction[30:21], 1'b0};
    assign rs1_data = (rs1 == 5'd0) ? 32'd0 : regfile[rs1];
    assign rs2_data = (rs2 == 5'd0) ? 32'd0 : regfile[rs2];
    always_ff @(posedge clk or negedge rst_n) begin
        if (!rst_n) begin
            for (int i = 0; i < 32; i++) begin
                regfile[i] <= 32'd0;
            end
        end else if (reg_write_en && rd != 5'd0 && !scan_mode) begin
            regfile[rd] <= reg_write_data;
        end
    end
    always_ff @(posedge clk or negedge rst_n) begin
        if (!rst_n) begin
            pc_reg <= 32'h0000_0000;
        end else if (!scan_mode && fetch_enable && !stall && !wfi_state && imem_ready) begin
            pc_reg <= pc_next;
        end
    end
    always_comb begin
        alu_result = 32'd0;
        case (opcode)
            7'b0110011: begin  
                case (funct3)
                    3'b000: alu_result = (funct7[5]) ? (alu_op1 - alu_op2) : (alu_op1 + alu_op2);  
                    3'b001: alu_result = alu_op1 << alu_op2[4:0];                                  
                    3'b010: alu_result = ($signed(alu_op1) < $signed(alu_op2)) ? 32'd1 : 32'd0;   
                    3'b011: alu_result = (alu_op1 < alu_op2) ? 32'd1 : 32'd0;                      
                    3'b100: alu_result = alu_op1 ^ alu_op2;                                        
                    3'b101: alu_result = (funct7[5]) ? ($signed(alu_op1) >>> alu_op2[4:0]) :      
                                                        (alu_op1 >> alu_op2[4:0]);
                    3'b110: alu_result = alu_op1 | alu_op2;                                        
                    3'b111: alu_result = alu_op1 & alu_op2;                                        
                endcase
            end
            7'b0010011: begin  
                case (funct3)
                    3'b000: alu_result = alu_op1 + alu_op2;                                       
                    3'b001: alu_result = alu_op1 << alu_op2[4:0];                                 
                    3'b010: alu_result = ($signed(alu_op1) < $signed(alu_op2)) ? 32'd1 : 32'd0;  
                    3'b011: alu_result = (alu_op1 < alu_op2) ? 32'd1 : 32'd0;                     
                    3'b100: alu_result = alu_op1 ^ alu_op2;                                       
                    3'b101: alu_result = (funct7[5]) ? ($signed(alu_op1) >>> alu_op2[4:0]) :     
                                                        (alu_op1 >> alu_op2[4:0]);
                    3'b110: alu_result = alu_op1 | alu_op2;                                       
                    3'b111: alu_result = alu_op1 & alu_op2;                                       
                endcase
            end
            7'b0000011,  
            7'b0100011: alu_result = alu_op1 + alu_op2;  
            7'b1100011: alu_result = alu_op1 - alu_op2;  
            7'b0110111: alu_result = alu_op2;  
            7'b0010111: alu_result = pc_reg + alu_op2;  
            7'b1101111,  
            7'b1100111: alu_result = pc_reg + 32'd4;  
            default: alu_result = 32'd0;
        endcase
    end
    logic [31:0] mem_addr_temp;
    logic        dmem_stall;
    always_comb begin
        alu_op1 = rs1_data;
        alu_op2 = rs2_data;
        reg_write_en = 1'b0;
        reg_write_data = alu_result;
        branch_taken = 1'b0;
        branch_target = pc_reg + 32'd4;
        pc_next = pc_reg + 32'd4;
        dmem_req = 1'b0;
        dmem_we = 1'b0;
        dmem_be = 4'b0000;
        dmem_addr = 32'd0;
        dmem_wdata = 32'd0;
        dmem_stall = 1'b0;
        mem_addr_temp = rs1_data + imm_i;   
        case (opcode)
            7'b0110011: begin  
                alu_op2 = rs2_data;
                reg_write_en = 1'b1;
            end
            7'b0010011: begin  
                alu_op2 = imm_i;
                reg_write_en = 1'b1;
            end
            7'b0000011: begin  
                alu_op2 = imm_i;
                dmem_req = 1'b1;
                dmem_addr = mem_addr_temp;
                reg_write_en = 1'b1;
                case (funct3)
                    3'b000: reg_write_data = {{24{dmem_rdata[7]}}, dmem_rdata[7:0]};    
                    3'b001: reg_write_data = {{16{dmem_rdata[15]}}, dmem_rdata[15:0]};  
                    3'b010: reg_write_data = dmem_rdata;                                 
                    3'b100: reg_write_data = {24'd0, dmem_rdata[7:0]};                   
                    3'b101: reg_write_data = {16'd0, dmem_rdata[15:0]};                  
                    default: reg_write_data = dmem_rdata;
                endcase
                if (!dmem_ready) dmem_stall = 1'b1;
            end
            7'b0100011: begin  
                alu_op2 = imm_s;
                dmem_req = 1'b1;
                dmem_we = 1'b1;
                dmem_addr = mem_addr_temp;
                dmem_wdata = rs2_data;
                case (funct3)
                    3'b000: dmem_be = 4'b0001 << (mem_addr_temp[1:0] & 2'b11);  
                    3'b001: dmem_be = 4'b0011 << (mem_addr_temp[1:0] & 2'b10);  
                    3'b010: dmem_be = 4'b1111;                                   
                    default: dmem_be = 4'b0000;
                endcase
                if (!dmem_ready) dmem_stall = 1'b1;
            end
            7'b1100011: begin  
                case (funct3)
                    3'b000: branch_taken = (rs1_data == rs2_data);                            
                    3'b001: branch_taken = (rs1_data != rs2_data);                            
                    3'b100: branch_taken = ($signed(rs1_data) < $signed(rs2_data));           
                    3'b101: branch_taken = ($signed(rs1_data) >= $signed(rs2_data));          
                    3'b110: branch_taken = (rs1_data < rs2_data);                             
                    3'b111: branch_taken = (rs1_data >= rs2_data);                            
                    default: branch_taken = 1'b0;
                endcase
                if (branch_taken) begin
                    branch_target = pc_reg + imm_b;
                    pc_next = branch_target;
                end
            end
            7'b1101111: begin  
                reg_write_en = 1'b1;
                branch_target = pc_reg + imm_j;
                pc_next = branch_target;
            end
            7'b1100111: begin  
                reg_write_en = 1'b1;
                branch_target = (rs1_data + imm_i) & ~32'd1;
                pc_next = branch_target;
            end
            7'b0110111: begin  
                alu_op2 = imm_u;
                reg_write_en = 1'b1;
            end
            7'b0010111: begin  
                alu_op2 = imm_u;
                reg_write_en = 1'b1;
            end
            7'b1110011: begin  
                if (funct3 == 3'b000 && imm_i == WFI_IMM) begin
                end
            end
            default: begin
            end
        endcase
    end
    assign imem_req = fetch_enable && !wfi_state && !scan_mode;
    assign imem_addr = pc_reg;
    assign stall = (!imem_ready && imem_req) || dmem_stall;
    always_ff @(posedge clk or negedge rst_n) begin
        if (!rst_n) begin
            wfi_state <= 1'b0;
        end else if (!scan_mode) begin
            if (opcode == 7'b1110011 && funct3 == 3'b000 && imm_i == WFI_IMM) begin
                wfi_state <= 1'b1;  
            end else if (|irq || debug_req) begin
                wfi_state <= 1'b0;  
            end
        end
    end
    assign core_sleep = wfi_state;
    logic [31:0] scan_chain;
    always_ff @(posedge clk or negedge rst_n) begin
        if (!rst_n) begin
            scan_chain <= 32'd0;
        end else if (scan_mode && scan_en) begin
            scan_chain <= {scan_in, scan_chain[31:1]};
        end
    end
    assign scan_out = scan_chain[0];
endmodule
</file>
==> results_slide.txt <==
Implementation Results

Status
  • Status: complete, no violations

Critical path
  • Type of the worst setup path: in -> out
  • Path depth of the worst reg2reg path: 24
  • Worst reg2reg startpoint: regfile[14][2]$_DFFE_PN0P_
  • Critical path data arrival time: 12.07 ns
  • Worst reg2reg setup slack: 12.11 ns
  • Endpoint required time on the critical path: 16.16 ns
  • Capturing point of the worst reg2reg path: regfile[19][31]$_DFFE_PN0P_
  • Element type at the critical path end: primary output
  • Startpoint types: input pin
  • Maximum net fanout on the critical path: ~51

Yosys
  • Share of synthesized cell area in and-or and or-and compound cells: 0.239
  • Yosys warns: 2
  • Number of cells produced by synthesis: approximately 8,200
  • Number of synthesized flops with an enable pin: 0
  • Xor/xnor cell area share of the yosys netlist: 0.0167
  • Combinational family with the most area after synthesis: AND-OR/OR-AND gates
  • Post-synthesis average cell area: 8.89 um2
  • Simple-Gate Area Share: 0.182
  • Async set or reset register ratio after synthesis: 1.00
  • Synth Flop Type: sky130_fd_sc_hd__dfrtp_1
  • Count of cell types in the netlist: roughly 110
  • Yosys stat chip area: 73,000 um2
  • Mux share: 0.106
  • Sequential cell area fraction in the yosys report: 0.362
  • Flip-flop and latch count after synthesis: around 1,100
  • Post-synthesis adder-cell area fraction: 0.0421
  • Syn Std Cell Area: approximately 73,000 um2
  • Number of cells in the yosys synthesis report: ~8,200

Final timing
  • Number of pins exceeding their max-slew limit in the final report: 0
  • Actual transition at the worst max-transition pin: ~1.4 ns
  • Setup ws final: roughly 4.1 ns
  • Final hold violations: 0
  • Unrepaired setup endpoints after global routing: false
  • Setup Viol. Count Final: 0
  • Worst-case hold slack: 0.487 ns
  • Final clock period utilization by the worst path: 0.797
  • Setup TNS: 0 ns
  • F_max: a little over 60 MHz
  • Shortest period the worst path allows: 16.11 ns
  • Worst slew margin relative to its limit: 0.0511
  • Setup skew after layout: around 0.11 ns

GRT
  • Most used routing layer in global routing: met2
  • Number of global-route vias before repair: approximately 73,000
  • Global-route wire length before repair: around 590,000 um
  • Number of antenna violations at the first check in global routing: between 40 and 50
  • Pin count of the biggest net entering global routing: between 100 and 150
  • Global route total overflow: 0
  • Total global routing track utilization: 0.351
  • GRT met1 Usage: 0.428
  • Met2 global-route usage: 0.485
  • Met3 Track Usage GR: 0.191

Floorplanning
  • Floorplan core density: 0.303
  • Site row count: ~180
  • Vertical die size: 495 um
  • Floorplan die width: just under 500 um
  • Placeable core region: between 200,000 and 250,000 um2
  • Die Size: about 250,000 um2
  • Top-level port count: 212

Finish
  • Flip-flop count of the largest register after layout: ~990
  • Fin area: approximately 84,000 um2
  • Area delta synth->final: 14.7%
  • Count of fill cells added during filler insertion: approximately 24,000
  • Fraction of layout cells with a size suffix above 1: 0.171

Hold path
  • Number of instances on the worst hold path: 2
  • Endpoint of the worst hold path: regfile[8][1]$_DFFE_PN0P_
  • Worst min path class: reg -> reg
  • Critical hold path startpoint: regfile[8][1]$_DFFE_PN0P_

Drt
  • Number of nets still failing antenna checks after routing: 0
  • Violation count after the first detailed-routing iteration: approximately 9,800
  • Via count of the routed design: about 76,000
  • Drt drc: 0
  • Final routed wire length divided by cell count: about 37 um
  • Number of detailed-routing iterations run before antenna repair: 7
  • Drt total wl: between 400,000 and 500,000 um
  • Via-per-instance ratio: 6.64

Power
  • Pwr per Cell Area: between 60 and 70 nW/um2
  • LEAKAGE: around 0.037 uW
  • Total power after layout: ~5500 uW
  • Maximum vdd drop: 78.0 uV

CTS
  • Number of sinks driven by the clock tree: around 1,100
  • Clock transition time at the flip-flop clock pins of the worst setup and hold paths: 0.06 ns
  • H-tree lvl count: 3
  • Number of buffers created by CTS: approximately 110
  • Number of buffers inserted by hold repair at cts: 0
  • Number of cells upsized or downsized after cts: 0
  • Cell chosen for the clock root: sky130_fd_sc_hd__clkbuf_16
  • Clock latency on the worst-skew pair: between 0.8 and 0.9 ns
  • Clock tree from TritonCTS: built
  • Post-CTS setup buffers: 0
  • Buffer levels on the longest clock path: 3

Place
  • Place WS: ~4.6 ns
  • Routability Congestion: 1.04
  • Port bufs: around 210
  • Half-perimeter wire length of the detailed placement result: between 200,000 and 300,000 um
  • Placed Area: 79,600 um2

Job
  • Max-Cap Viols: 0
  • Number of OpenROAD warnings: around 120
-- cell usage after synthesis, types with 28 or more instances --
cell                        instances  area (um2)
sky130_fd_sc_hd__o31ai_1          157        1180
sky130_fd_sc_hd__nand3_1          188         941
sky130_fd_sc_hd__a32o_1            33         330
sky130_fd_sc_hd__a211oi_1          60         450
sky130_fd_sc_hd__a21oi_1          355        1780
sky130_fd_sc_hd__nor2_1           447        1680
sky130_fd_sc_hd__ha_1             236        2950
sky130_fd_sc_hd__and3_1           592        3700
sky130_fd_sc_hd__mux2_2           550        6190
sky130_fd_sc_hd__o21ai_0          575        2880
sky130_fd_sc_hd__and2_1            29         181
sky130_fd_sc_hd__nor4_1            53         332
sky130_fd_sc_hd__o211ai_1          35         263
sky130_fd_sc_hd__mux2i_1          144        1440
sky130_fd_sc_hd__nand2_1          808        3030
sky130_fd_sc_hd__nand3b_1          28         210
sky130_fd_sc_hd__buf_2             94         470
sky130_fd_sc_hd__o22ai_1           51         319
sky130_fd_sc_hd__buf_4             29         218
sky130_fd_sc_hd__a22oi_1          233        1750
sky130_fd_sc_hd__a31oi_1           68         425
sky130_fd_sc_hd__nor3_1           138         691
sky130_fd_sc_hd__a222oi_1          29         290
sky130_fd_sc_hd__nand2b_1          43         269
sky130_fd_sc_hd__clkbuf_1         581        2180
sky130_fd_sc_hd__a21o_1            53         398
sky130_fd_sc_hd__or2_2             32         200
sky130_fd_sc_hd__inv_1            176         661
sky130_fd_sc_hd__a221oi_1         182        1590
sky130_fd_sc_hd__xnor2_1           86         753
sky130_fd_sc_hd__xor2_1            53         464
sky130_fd_sc_hd__nand4_1          143         895
sky130_fd_sc_hd__nor2b_1           35         219
sky130_fd_sc_hd__o21ai_1           59         295
sky130_fd_sc_hd__o221a_2           42         473
sky130_fd_sc_hd__a2111oi_0        180        1580
sky130_fd_sc_hd__a22o_1            94         823
sky130_fd_sc_hd__dfrtp_1         1056       26400
-- cell usage in the layout, fill, tap and decap left out, drive strengths merged, types with 35 or more instances in the layout --
| cell type | netlist | final |
|---|---|---|
| mux2i | 148 | 148 |
| clkbuf | 583 | 159 |
| a221oi | 182 | 182 |
| nand2 | 809 | 809 |
| clkinv | 3 | 36 |
| nand2b | 43 | 43 |
| o31ai | 158 | 158 |
| xor2 | 53 | 53 |
| ha | 236 | 236 |
| or2 | 35 | 35 |
| a21o | 53 | 53 |
| dfrtp | 1056 | 1056 |
| buf | 160 | 413 |
| a211oi | 60 | 60 |
| o21ai | 635 | 635 |
| inv | 180 | 185 |
| nor4 | 55 | 55 |
| o221a | 42 | 42 |
| nor3 | 140 | 140 |
| a22oi | 233 | 233 |
| and3 | 593 | 593 |
| nand4 | 143 | 143 |
| mux2 | 550 | 550 |
| clkdlybuf4s50 | 0 | 194 |
| a22o | 94 | 94 |
| o22ai | 52 | 52 |
| o211ai | 35 | 35 |
| diode | 0 | 38 |
| a31oi | 69 | 69 |
| nor2 | 449 | 449 |
| nand3 | 189 | 189 |
| xnor2 | 86 | 86 |
| a21oi | 356 | 356 |
| nor2b | 35 | 35 |
| a2111oi | 182 | 182 |
-- per-layer routing --
layer	vias to the layer above	share of wire
li1	31100	-
met1	37400	0.36
met2	6005	0.40
met3	1823	0.15
met4	53	0.078
met5	-	0.0020
-- cells by family after synthesis --
kind of cell | Yosys count
AND/OR/NAND/NOR | 2654
AND-OR/OR-AND | 2500
flip-flops | 1056
buffers and inverters | 926
multiplexers | 699
adder cells (fa/ha/maj) | 242
XOR/XNOR | 139
other | 1
-- worst max path at each step --
| stage | startpoint | to | cells after the start |
|---|---|---|---|
| CTS | imem_rdata[19] | dmem_addr[30] | 23 |
| global route | imem_rdata[19] | dmem_addr[30] | 24 |
| finish | imem_rdata[19] | dmem_addr[30] | 23 |
-- power by group --
group / total, uW / internal (uW) / switching [uW]
Clock: 2310 / 1300 / 1010
Sequential: 2200 / 2140 / 58.3
Combinational: 999 / 317 / 682
-- critical path: stages --
cell and delay [ns]:
sky130_fd_sc_hd__buf_2 0.08, sky130_fd_sc_hd__buf_4 0.30, sky130_fd_sc_hd__buf_4 0.47, sky130_fd_sc_hd__nor2b_4 0.68
sky130_fd_sc_hd__buf_4 0.74, sky130_fd_sc_hd__buf_4 0.70, sky130_fd_sc_hd__and3_1 0.24, sky130_fd_sc_hd__a2111oi_0 0.07
sky130_fd_sc_hd__nand4_1 0.13, sky130_fd_sc_hd__o221a_2 0.48, sky130_fd_sc_hd__ha_1 0.26, sky130_fd_sc_hd__o21a_1 0.14
sky130_fd_sc_hd__o31a_1 0.34, sky130_fd_sc_hd__o211ai_1 0.26, sky130_fd_sc_hd__a21oi_1 0.41, sky130_fd_sc_hd__nor3_1 0.18
sky130_fd_sc_hd__o31a_1 0.32, sky130_fd_sc_hd__o31ai_1 0.59, sky130_fd_sc_hd__a41oi_1 0.23, sky130_fd_sc_hd__a21oi_1 0.20
sky130_fd_sc_hd__xor2_1 0.36, sky130_fd_sc_hd__and2_1 0.19, sky130_fd_sc_hd__clkdlybuf4s50_1 0.45
-- layout make-up --
class / count / area, um2 / share of cell area
antenna: 38 / 95.1 / 0.00114
clock buffer: 159 / 3260 / 0.0389
clock inverter: 58 / 813 / 0.00971
inverter: 183 / 701 / 0.00837
multi-input combinational: 6236 / 43400 / 0.518
sequential: 1056 / 26400 / 0.316
tap: 3185 / 3990 / 0.0476
timing repair buffer: 607 / 5070 / 0.0605
-- through the flow --
stage	utilization	std cells
after global routing	0.347	11500
after floorplan	-	8218
after CTS	0.347	11500
final	0.347	11500
after global placement	0.330	11300
after detailed placement	0.330	11300
Power is estimated from default activity; no workload was simulated.
